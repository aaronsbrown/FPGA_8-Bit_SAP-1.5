==> ./design.v <==
package arch_defs_pkg;
    parameter int DATA_WIDTH = 8;
    parameter int ADDR_WIDTH = 4;
    parameter int FLAG_COUNT = 3;
    parameter int RAM_DEPTH = (1 << ADDR_WIDTH);
    parameter int OPCODE_WIDTH = 4;
    parameter int OPERAND_WIDTH = DATA_WIDTH - OPCODE_WIDTH;
    typedef enum logic [OPCODE_WIDTH-1:0] {
        NOP =   4'b0000,  
        LDA =   4'b0001,  
        LDB =   4'b0010,  
        ADD =   4'b0011,  
        SUB =   4'b0100,  
        AND =   4'b0101,  
        OR  =   4'b0110,  
        STA =   4'b0111,  
        LDI =   4'b1000,  
        JMP =   4'b1001,  
        JC  =   4'b1010,  
        JZ  =   4'b1011,  
        JN  =   4'b1100,  
        OUTM =  4'b1101,  
        OUTA =  4'b1110,  
        HLT =   4'b1111   
    } opcode_t;
    typedef enum logic [1:0] {
        ALU_ADD = 2'b00,
        ALU_SUB = 2'b01,
        ALU_AND = 2'b10,
        ALU_OR  = 2'b11
    } alu_op_t;
    typedef enum logic [2:0] {
        S_RESET,
        S_FETCH_0,
        S_FETCH_1,
        S_DECODE_0,
        S_DECODE_1,
        S_EXECUTE,
        S_WAIT,
        S_HALT
    } fsm_state_t;
    typedef enum logic [3:0] {
        MS0, MS1, MS2, MS3, MS4, MS5, MS6, MS7
    } microstep_t;
    typedef struct packed {
        opcode_t opcode;
        logic [OPERAND_WIDTH-1:0] operand;
    } instruction_t;
    typedef struct packed {
        logic halt;               
        logic last_step;         
        logic pc_enable;           
        logic load_pc;            
        logic oe_pc;              
        logic load_ir;            
        logic oe_ir;              
        logic load_mar;           
        logic load_ram;           
        logic oe_ram;             
        logic [1:0] alu_op;       
        logic oe_alu;             
        logic load_flags;   
        logic load_sets_zn; 
        logic check_zero;         
        logic check_carry;  
        logic check_negative;  
        logic load_a;             
        logic oe_a;               
        logic load_b;             
        logic oe_b;               
        logic load_o;             
    } control_word_t;
endpackage : arch_defs_pkg
import arch_defs_pkg::*;
module alu (
    input logic clk,
    input logic reset,
    input logic [DATA_WIDTH-1:0] a_in,
    input logic [DATA_WIDTH-1:0] b_in,
    input logic [1:0] alu_op,
    output logic [DATA_WIDTH-1:0] latched_result,
    output logic zero_flag,
    output logic carry_flag,
    output logic negative_flag
);
    logic [DATA_WIDTH:0] comb_arith_result_i;  
    logic [DATA_WIDTH-1:0] comp_logic_result_i;
    logic       comb_carry_out_i;
    logic [DATA_WIDTH-1:0] comb_result_final_i;
    always_comb begin
        comb_arith_result_i = { (DATA_WIDTH + 1) {1'b0} };
        comp_logic_result_i =  { DATA_WIDTH {1'b0} };
        comb_carry_out_i = 1'b0;
        comb_result_final_i = { DATA_WIDTH {1'b0} };
        case (alu_op)
            ALU_ADD: comb_arith_result_i = {1'b0, a_in} + {1'b0, b_in};
            ALU_SUB: comb_arith_result_i = {1'b0, a_in} + {1'b0, ~b_in} + {{DATA_WIDTH{1'b0}}, 1'b1};
            ALU_AND: comp_logic_result_i = a_in & b_in;
            ALU_OR:  comp_logic_result_i = a_in | b_in;
            default: ;
        endcase
        if (alu_op == ALU_ADD || alu_op == ALU_SUB) begin
            comb_carry_out_i = comb_arith_result_i[DATA_WIDTH];  
            comb_result_final_i = comb_arith_result_i[DATA_WIDTH-1:0]; 
        end else begin
            comb_carry_out_i = 1'b0;
            comb_result_final_i = comp_logic_result_i;
        end
    end 
    assign carry_flag = comb_carry_out_i;
    assign zero_flag = (comb_result_final_i == { DATA_WIDTH{1'b0} });
    assign negative_flag = comb_result_final_i[DATA_WIDTH-1];
    always_ff @(posedge clk) begin
        if (reset) begin
            latched_result <= { DATA_WIDTH{1'b0} };
        end else begin
            latched_result <= comb_result_final_i;
        end
    end
endmodule
==> ./run.sh <==
#!/bin/bash
# OpenROAD 26Q1-2900-gdf79404cd8, Yosys 0.63+post, stock flow scripts
make -C /OpenROAD-flow-scripts/flow DESIGN_CONFIG=/design/flow/config.mk WORK_HOME=/design/flow/orfs finish
==> ./config.mk <==
export PLATFORM = sky130hd
export DESIGN_NAME = alu
export DESIGN_NICKNAME = alu
export VERILOG_FILES = /design/flow/design.v
export SDC_FILE = /design/flow/constraint.sdc
export NUM_CORES = 4
export LEC_CHECK = 1
export CORE_AREA = 10 10 100 100
export DIE_AREA = 0 0 110 110
==> ./constraint.sdc <==
current_design alu

set clk_period 5.7
set clk_io_pct 0.2

create_clock -name clk0 -period $clk_period [get_ports {clk}]

set non_clock_inputs [all_inputs -no_clocks]
set_input_delay [expr $clk_period * $clk_io_pct] -clock clk0 $non_clock_inputs
set_output_delay [expr $clk_period * $clk_io_pct] -clock clk0 [all_outputs]
==> run_results.csv <==
group,metric,value,unit
status,status,"complete, no violations",
logic_synthesis,ys.flop_type,"dfxtp_1",
timing,rsz0062_at_grt,"no",
hold_path,min_to,"latched_result[1]$_SDFF_PP0_",
finish,largest_reg_flops,8,
floorplan,core.rowCount,32,
clock_network,post_cts_buffers,0,
worst_setup_path,worst_setup_path_start_kind,"input pin",
finish,regMostFlops,"latched_result",
finish,seqCellArea,160,sq um
timing,period_minus_slack,5280,ps
clock_network,numCtsBuffers,3,
clock_network,clock-sinks,8,
logic_synthesis,ys_types,44,
place,place_ws,392,ps
logic_synthesis,ys_seq_frac,0.129,
routing,wl_per_cell,11.0,um
global_route,grt_start_max_net_pins,16,
timing,post-route-period-util,0.926,
flow_run,tool_warnings,41,
timing,hold_violations,0,
finish,areaGrowthSynthToFinish,36.8,%
logic_synthesis,ys_warn_count,1,
floorplan,die_w,110,um
clock_network,cts_tree,"done",
finish,drive_above_1_share,0.0579,
worst_setup_path,crit_buf_inv,4,
worst_setup_path,cp.required,4560,ps
floorplan,initCoreUtil,0.159,
routing,viasPerCell,3.95,
logic_synthesis,ys_area,1240,sq um
timing,finalSetupViolCount,0,
worst_setup_path,endpoint_kind,"output port",
clock_network,clk_pin_slew,40,ps
timing,final_max_slew_viol_count,0,
global_route,grt_pass1_vias,1063,
clock_network,cts_hold_buf,0,
floorplan,core,7810,sq um
routing,firstDrtPassIters,4,
finish,comb_area,975,sq um
logic_synthesis,synth_flops,8,
flow_run,maxCapViolations,0,
logic_synthesis,edf_count,0,
worst_setup_path,cp.arrival,4140,ps
floorplan,ios,31,
logic_synthesis,avgSynthCellArea,7.71,sq um
routing,vias,1152,
clock_network,post_cts_resize_count,0,
clock_network,cts_root_buffer,"clkbuf_8",
worst_setup_path,critPathMaxFanout,6,
routing,drc_errors,0,
worst_setup_path,path_cells,"clkdlybuf4s50_1 > inv_1 > ha_1 > inv_2 > a221o_1 > o311ai_2 > o21ai_1 > a221o_1 > nor4_2 > clkdlybuf4s50_1",
place,placed_area,1660,sq um
floorplan,fp.dieArea,12100,sq um
global_route,overflow,0,
routing,n_antenna_cell,0,
finish,largestRegisters,"latched_result: 8 flops",
timing,finalSetupTns,0,ps
routing,drt_iter0_markers,58,
timing,tightestPinTransition,473,ps
power_and_ir_drop,power_leakage,0.779,nW
logic_synthesis,syn_area,1240,sq um
finish,fillers,844,
logic_synthesis,ys_cells,161,
worst_setup_path,path_class,"input pin to output port",
timing,max_freq,189,MHz
place,globalplace.congestion,0.843,
hold_path,holdCritStartpoint,"reset",
global_route,antenna_found_initial,0,
finish,design_area,1700,sq um
place,port_buffers,30,
routing,ant_nets,0,
power_and_ir_drop,power_density,146,nW/um^2
worst_setup_path,crit_family,"AND-OR/OR-AND gates",
hold_path,hold_depth,2,
routing,wirelength,3.20,mm
timing,fin_ws,419,ps
clock_network,clk_path_buf_depth,2,
logic_synthesis,postSynthCellCount,161,
power_and_ir_drop,peakVddDrop,50.5,uV
global_route,track_usage,0.0499,
floorplan,die_y,110,um
worst_setup_path,crit_slowest_cell,"clkdlybuf4s50_1",
hold_path,holdCritPathClass,"input pin to flip-flop",
clock_network,htreeDepth,1,
worst_setup_path,slowest_delay,520,ps
timing,slew_headroom,0.684,
logic_synthesis,synthArstFlopShare,0,
place,dp_hpwl,2.79,mm
global_route,grt_pass1_wl,5.00,mm
how the worst max path moves through the flow:
stage           start        end  slack, ps  cells after the start
finish        a_in[4]  zero_flag        420                     10
global route  a_in[4]  zero_flag        190                     10
CTS           a_in[4]  zero_flag        390                     10
power by group:
part	total [mW]	switching, mW	internal (mW)
clock network	0.0650	0.0195	0.0455
logic	0.120	0.0585	0.0616
registers	0.0634	0.00139	0.0620
final cells by class:
type	count	area share
well taps	102	0.0752
inverters	21	0.0464
flip-flops and latches	8	0.0943
multi-input cells	126	0.574
repair buffers	32	0.186
clock buffers	3	0.0243
cell usage after synthesis (4+ instances only):
library cell / number / area [sq um]
a211oi_1: 5 / 37.5
a21o_1: 5 / 37.5
a21oi_1: 11 / 55.1
dfxtp_1: 8 / 160
ha_1: 24 / 300
inv_1: 20 / 75.1
mux2i_1: 4 / 40.0
nand2_1: 13 / 48.8
nor2_1: 15 / 56.3
nor2b_1: 5 / 31.3
nor3_1: 4 / 20.0
cell usage in the layout (no fill, tap or decap), types with 2 or more instances in the layout:
cell type        netlist  layout
xnor2_1                2       2
o21a_1                 2       2
ha_1                  24      24
nand2b_1               3       3
clkbuf_8               0       3
buf_4                  1       2
a21oi_1               11      11
o31ai_1                2       2
a211oi_1               5       5
dfxtp_1                8       8
nor2_1                15      15
nor2b_1                5       5
inv_1                 20      20
o211ai_1               2       2
o21ai_1                2       2
nor3_1                 4       4
clkdlybuf4s50_1        0      30
a221o_1                2       2
a211o_1                2       2
fa_1                   2       2
nand2_1               13      13
o21ai_0                3       3
mux2i_1                4       4
a21o_1                 5       5
logic make-up after synthesis:
kind of cell	Yosys count	share of synthesized area
compound gates	45	0.265
xor+xnor	2	0.0141
fa+ha+maj	26	0.274
buf+inv	27	0.0857
flops	8	0.129
mux	5	0.0413
simple gates	48	0.191
through the flow:
step	total power [mW]	utilization	cells	hold slack, ps
global placement	0.184	0.212	289	1810
global route	0.268	0.217	292	1680
finish	0.248	0.217	292	1640
floorplan	0.137	-	161	1210
CTS	0.252	0.217	292	1660
detailed placement	0.185	0.212	289	1810
metal layers:
metal / up-vias / track usage / part of all wire
met5: - / 0 / 0
met4: 0 / 0.00279 / 0.0037
met3: 4 / 0.0247 / 0.14
met2: 49 / 0.0771 / 0.41
met1: 482 / 0.0646 / 0.44
li1: 617 / - / -
Power and IR drop assume default switching activity.
