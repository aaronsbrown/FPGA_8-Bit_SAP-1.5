==> flow/design.v <==
package arch_defs_pkg;
    parameter int DATA_WIDTH = 8;
    parameter int ADDR_WIDTH = 4;
    parameter int FLAG_COUNT = 3;
    parameter int RAM_DEPTH = (1 << ADDR_WIDTH);
    parameter int OPCODE_WIDTH = 4;
    parameter int OPERAND_WIDTH = DATA_WIDTH - OPCODE_WIDTH;
    typedef enum logic [OPCODE_WIDTH-1:0] {
        NOP =   4'b0000,  
        LDA =   4'b0001,  
        LDB =   4'b0010,  
        ADD =   4'b0011,  
        SUB =   4'b0100,  
        AND =   4'b0101,  
        OR  =   4'b0110,  
        STA =   4'b0111,  
        LDI =   4'b1000,  
        JMP =   4'b1001,  
        JC  =   4'b1010,  
        JZ  =   4'b1011,  
        JN  =   4'b1100,  
        OUTM =  4'b1101,  
        OUTA =  4'b1110,  
        HLT =   4'b1111   
    } opcode_t;
    typedef enum logic [1:0] {
        ALU_ADD = 2'b00,
        ALU_SUB = 2'b01,
        ALU_AND = 2'b10,
        ALU_OR  = 2'b11
    } alu_op_t;
    typedef enum logic [2:0] {
        S_RESET,
        S_FETCH_0,
        S_FETCH_1,
        S_DECODE_0,
        S_DECODE_1,
        S_EXECUTE,
        S_WAIT,
        S_HALT
    } fsm_state_t;
    typedef enum logic [3:0] {
        MS0, MS1, MS2, MS3, MS4, MS5, MS6, MS7
    } microstep_t;
    typedef struct packed {
        opcode_t opcode;
        logic [OPERAND_WIDTH-1:0] operand;
    } instruction_t;
    typedef struct packed {
        logic halt;               
        logic last_step;         
        logic pc_enable;           
        logic load_pc;            
        logic oe_pc;              
        logic load_ir;            
        logic oe_ir;              
        logic load_mar;           
        logic load_ram;           
        logic oe_ram;             
        logic [1:0] alu_op;       
        logic oe_alu;             
        logic load_flags;   
        logic load_sets_zn; 
        logic check_zero;         
        logic check_carry;  
        logic check_negative;  
        logic load_a;             
        logic oe_a;               
        logic load_b;             
        logic oe_b;               
        logic load_o;             
    } control_word_t;
endpackage : arch_defs_pkg
module clock_divider #(
    parameter DIV_FACTOR = 50_000_000
) (
    input   wire    reset,
    input   wire    clk_in,
    output  reg    clk_out
);
    reg [32:0] counter;
    always_ff @(posedge clk_in) begin
        if (reset) begin
            counter <= 0;
            clk_out <= 0;
        end else begin
            counter <= counter + 1;
            if(counter == DIV_FACTOR - 1) begin
                clk_out <= ~clk_out;
                counter <= 0;
            end
        end
    end
endmodule
module digit_to_7seg (
    input [3:0] digit,
    output reg [6:0] seg7
);
    always @(*) begin
        case (digit)
            4'b0000: seg7 = 7'b1000000;  
            4'b0001: seg7 = 7'b1111001;  
            4'b0010: seg7 = 7'b0100100;  
            4'b0011: seg7 = 7'b0110000;  
            4'b0100: seg7 = 7'b0011001;  
            4'b0101: seg7 = 7'b0010010;  
            4'b0110: seg7 = 7'b0000010;  
            4'b0111: seg7 = 7'b1111000;  
            4'b1000: seg7 = 7'b0000000;  
            4'b1001: seg7 = 7'b0010000;  
            default: seg7 = 7'b1111111;  
        endcase
    end
endmodule
module seg7_display (
    input clk,
    input reset,
    input [7:0] number,
    output reg [6:0] seg7,
    output reg [3:0] select
);
    reg[3:0] hundreds, tens, ones;
    wire [6:0] seg_ones, seg_tens, seg_hundreds;
    reg [1:0] mux_counter;
    digit_to_7seg u_ones (
        .digit(ones),
        .seg7(seg_ones)
    );
    digit_to_7seg u_tens (
        .digit(tens),
        .seg7(seg_tens)
    );
    digit_to_7seg u_hundreds (
        .digit(hundreds),
        .seg7(seg_hundreds)
    );
    wire slow_clk;
    clock_divider #(
        .DIV_FACTOR(50_000)
    ) clk_div (
        .reset(reset),
        .clk_in(clk),
        .clk_out(slow_clk)
    );
    always @(*) begin
        hundreds = number / 100;
        tens = (number - hundreds * 100) / 10;
        ones = number - hundreds * 100 - tens * 10;    
    end
    always @(posedge slow_clk or posedge reset) begin
        if (reset) begin
            mux_counter <= 2'b00;
        end else begin
            if (mux_counter == 2'b10) begin
                mux_counter <= 2'b00;
            end else begin
                mux_counter <= mux_counter + 1;
            end
        end
    end
    always @(*) begin
        case (mux_counter) 
            2'b00: begin
                select = ~4'b0001;
                seg7 = seg_ones;
            end
            2'b01: begin
                select = ~4'b0010;
                seg7 = seg_tens;
            end
            2'b10: begin
                select = ~4'b0100;
                seg7 = seg_hundreds;
            end
            default: begin
                select = 4'b1111;
                seg7 = 7'b1111111;
            end
        endcase
    end
endmodule
==> flow/run.sh <==
#!/bin/bash
# OpenROAD 26Q1-2900-gdf79404cd8, Yosys 0.63+post, stock flow scripts
make -C /OpenROAD-flow-scripts/flow DESIGN_CONFIG=/design/flow/config.mk WORK_HOME=/design/flow/orfs finish
==> flow/config.mk <==
export PLATFORM = sky130hd
export DESIGN_NAME = seg7_display
export DESIGN_NICKNAME = seg7_display
export VERILOG_FILES = /design/flow/design.v
export SDC_FILE = /design/flow/constraint.sdc
export NUM_CORES = 4
export LEC_CHECK = 1
export CORE_UTILIZATION = 40
==> flow/constraint.sdc <==
current_design seg7_display

set clk_period 9.1
set clk_io_pct 0.2

create_clock -name clk0 -period $clk_period [get_ports {clk}]

set non_clock_inputs [all_inputs -no_clocks]
set_input_delay [expr $clk_period * $clk_io_pct] -clock clk0 $non_clock_inputs
set_output_delay [expr $clk_period * $clk_io_pct] -clock clk0 [all_outputs]
==> results.toml <==
# physical design summary
[grt]
antenna_found_initial = 0
use_met3_pct = 2.785
met2_usage_pct = 31.16
use_met1_pct = 32.80
overflow = 0
first_global_vias = 3074
grt_max_degree = 33
grt_pass1_wl_um = 14170
grt_util_all_layers_pct = 20.71
grt_busiest_layer = "met1"

[sta]
setup_viol = 7
maxSlewViolCount = 0
untimed_endpoints = 5
fin_crit_ps = 10120
worstMarginPinSlew_ps = 670.1
max_freq_mhz = 98.80
hold_violations = 0
finalWorstSetupSlack_ps = -1021
period_used_pct = 111.2
fin_tns_setup_ps = -6955
slew_headroom_pct = 54.91
unclocked_regs = 2
clock-skew-final_ps = 5.006
rsz0062_at_grt = "true"

[clock_tree]
path_clk_slew_ps = 70
clock_latency_ps = 280
cts_inserted_buffers = 5
cts_hold_buf = 0
cts_tree = "yes"
cts_root_buffer = "clkbuf_8"
htreeDepth = 2
clockBufferDepth = 2

[worst_hold_path]
hold_class = "reg2reg"

[setup_path]
cp_slowest_cell = "or4_4"
cp-start-kind = "input port"
crit_path_frequent_cell = "ha_4"
cpPeakStageDelay_ps = 520
crit_path_end_kind = "output port"
worstPathArrival_ps = 8300
cp.required_ps = 7280
path_class = "in2out"
cp_max_fo = 6

[logic_synthesis]
top_area_cell = "dfxtp_1"
ys_area_um2 = 3253
ys.flop_type = "dfxtp_1"
edf_count = 0
synthArstFlopShare_pct = 5.556
yosysMostFrequentCell = "nor2_1"
ys_cells = 409
yosysSeqAreaShare_pct = 22.46
yosysWarnings = 3
netlist_top_cells_count = "53 x nor2_1, 34 x dfxtp_1, 23 x ha_1, 23 x nand2_1, 21 x inv_1"
syn-cell-area_um2 = 3253
ys_ff = 36
synth_cells = 409
yosys-top-cells-area = "dfxtp_1 21%, ha_1 8.8%, nor2_1 6.1%, xor2_1 5.1%, xnor2_1 3.2%"
yosysTopAreaCellShare_pct = 20.92
syn_area_per_cell_um2 = 7.954
yosysUniqueCellTypes = 77

[cells_and_area]
synthToLayoutAreaGrowth_pct = 41.42
fill_cells = 653
seq_area_um2 = 730.7
layout-drive-gt1-share_pct = 35.14
comb_area_um2 = 2623

[routing]
drt_iter0_markers = 196
antennaDiodeCount = 0
wire_per_inst_um = 13.48
num_vias = 3316
drt-total-wl_um = 8360
route.detailed.drc = 0
vias_per_cell = 5.348
antenna_left = 0
dr.pass1.iters = 4

[placement]
dp_hpwl_um = 6234
dpl_worst_slack_ps = -1662
port-buffer-count = 19
gp_congestion = 0.9214

[floorplan]
die_x_um = 92.18
core_um2 = 7807
rows = 32
fp.dieH_um = 92.18
die_area_um2 = 8497
initCoreUtil_pct = 41.67
ios = 21

[flow_run]
maxCapViolCount = 0
warnings = 39

[power_and_ir_drop]
total_power_mw = 1.259
power.density_nw_per_um2 = 273.7
ir_worst_vdd_mv = 0.1514
power.leakage_nw = 1.901

[status]
outcome = "finished with violations"
violations = "negative setup slack"
[power breakdown]
part	switching, mW	total, mW	internal (mW)
sequential	0.000867	0.151	0.150
clock	0.0543	0.115	0.0608
combinational	0.429	0.993	0.565
[layout make-up]
type	count	share of cell area [%]
Clock buffer	6	1.795
Sequential cell	36	15.88
Multi-Input combinational cell	334	57.00
Timing Repair Buffer	118	20.21
Clock inverter	2	0.2720
Inverter	22	2.067
Tap cell	102	2.774
[sequential cells by signal (all words and copies together) (netlist names)]
register         count
clk_div.clk_out      1
mux_counter          2
clk_div.counter     33
[cells in the final DEF, fill, tap and decap left out, types with 6 or more instances in the layout]
master           instances
ha_4                     6
buf_6                   11
nor4_1                   9
nand2_1                 22
o21ai_0                 13
a21oi_1                 14
clkbuf_8                 6
xnor2_1                 12
or3_1                    7
nand3_1                 19
xor2_1                  19
nand4_1                 10
nor2_1                  50
clkdlybuf4s50_1          7
ha_1                    17
buf_4                   91
inv_1                   17
nor3_1                  11
and3_1                   8
dfxtp_1                 34
[through the flow]
| step | area, um2 | utilization (%) | instances | hold WS (ps) |
|---|---|---|---|---|
| 2_1_floorplan | 3408 | - | 409 | 425.8 |
| 3_3_place_gp | 4192 | 53.69 | 589 | 438.7 |
| 3_5_place_dp | 4192 | 53.69 | 589 | 452.1 |
| 4_1_cts | 4514 | 57.82 | 613 | 468.9 |
| 5_1_grt | 4601 | 58.93 | 620 | 513.1 |
| 6_report | 4601 | 58.93 | 620 | 460.4 |
[worst paths after layout]
kind / from / endpoint / slack (ps) / cells after the start
max: number[3] / seg7[5] / -1020 / 34
min: clk_div.counter[0] / clk_div.counter[0] / 460 / 1
max reg2reg: clk_div.counter[0] / clk_div.counter[26] / 6450 / 10
min reg2reg: clk_div.counter[0] / clk_div.counter[0] / 460 / 1
[what timing repair did]
action | in CTS | in global routing
endpoints found under the setup margin | 7 | 7
pin swaps | 33 | 29
gates cloned | 1 | 0
resized | 62 | 18
setup buffers | 15 | 9
[cells by family after synthesis]
group | synth area share (%)
XOR/XNOR | 10.73
adder cells (fa/ha/maj) | 10.38
buffers and inverters | 5.616
AND/OR/NAND/NOR | 28.58
flip-flops | 22.46
AND-OR/OR-AND | 20.88
other | 0.1153
multiplexers | 1.231
[critical path: cells and delay by family]
kind | cells | cell delay [ps]
simple gates | 11 | 2000
fa+ha+maj | 6 | 1460
compound gates | 9 | 2140
buf+inv | 6 | 450
xor+xnor | 2 | 410
[metal layers]
metal | up-vias | part of all wire [%]
met3 | 11 | 4.3
met4 | 0 | 1.1
li1 | 1697 | -
met1 | 1536 | 51
met5 | - | 0
met2 | 72 | 44
